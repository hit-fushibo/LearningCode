$ cat design/flow/run.sh
#!/bin/bash
# OpenROAD 26Q1-2900-gdf79404cd8, Yosys 0.63+post, stock flow scripts
make -C /OpenROAD-flow-scripts/flow DESIGN_CONFIG=/design/flow/config.mk WORK_HOME=/design/flow/orfs finish
$ cat design/flow/config.mk
export PLATFORM = sky130hd
export DESIGN_NAME = CONTROL
export DESIGN_NICKNAME = CONTROL
export VERILOG_FILES = /design/flow/design.v
export SDC_FILE = /design/flow/constraint.sdc
export NUM_CORES = 4
export LEC_CHECK = 1
export CORE_AREA = 10 10 213 213
export DIE_AREA = 0 0 223 223
$ cat design/flow/constraint.sdc
current_design CONTROL

set clk_period 6.7
set clk_io_pct 0.2

create_clock -name clk0 -period $clk_period [get_ports {clk}]

set non_clock_inputs [all_inputs -no_clocks]
set_input_delay [expr $clk_period * $clk_io_pct] -clock clk0 $non_clock_inputs
set_output_delay [expr $clk_period * $clk_io_pct] -clock clk0 [all_outputs]
$ cat design/flow/design.v
`timescale 1ns / 1ps
module CONTROL(
    input clk,  
    input rst,  
    input [31:0] cpu_addr_in,       
    input valid1,                
    input valid2,                
    input [19:0] tag1,           
    input [19:0] tag2,           
    input [31:0] data1,          
    input [31:0] data2,          
    input w_end,                   
    input             arready,         
    input  [3 :0] rid    ,             
    input  [31:0] rdata  ,             
    input         rlast  ,             
    input         rvalid ,             
    output reg    rready,
    output [31:0] cache_rdata,      
    output cache_addr_ok,           
    output cache_data_ok,
    output reg wen,         
    output reg [255:0] wdata,  
    output reg [31:0] waddr,    
    output reg [3 :0] arid   ,         
    output reg [31:0] araddr ,         
    output reg        arvalid             
    );
    wire is_hitted;     
    wire hit_seq;     
    wire [31:0] mux_data_out;  
    reg [1:0] miss;          
    reg state;   
    reg [2:0] accept_data_count;  
    reg [255:0] data_reg;
    reg [31:0] cache_rdata_tosend;
    reg first_beat;
    assign cache_addr_ok = (first_beat == 1) ? 1 : ((miss==3) ? 1 : is_hitted);        
    assign cache_data_ok = (first_beat == 1) ? 1 : ((miss==3) ? 1 : is_hitted);
    assign cache_rdata = (first_beat == 1) ? 32'b0 : ((miss == 3) ? cache_rdata_tosend : mux_data_out);
    assign is_hitted = (valid1==1 && cpu_addr_in[31:12] == tag1) || (valid2==1 && cpu_addr_in[31:12] == tag2);
    assign hit_seq = (valid2==1 && cpu_addr_in[31:12] == tag2) ? 1 : 0;
    assign mux_data_out = hit_seq==0 ? data1 : data2;
    always @(posedge clk) begin
        if (rst == 0) begin
            miss <= 0;
            state <= 0;
            arid <= 0;
            accept_data_count <= 0;
            cache_rdata_tosend <= 0;
            data_reg <= 0;
            rready <= 0;
            waddr <= 0;
            wen <= 0;
            wdata <= 0;
            arvalid <= 0;
            first_beat <= 1;
        end
    end
    always @(posedge clk) begin
        if (first_beat == 1 && rst == 1) begin
            first_beat <= 0;
        end 
        else if (rst == 1 && first_beat ==0) begin
          if (miss == 0) begin
            if (is_hitted == 0) begin
                miss <= 1;
                araddr <= {cpu_addr_in[31:5], 5'b0};  
                arvalid <= 1;                        
            end else begin
                miss <= 0;
            end   
        end 
        else if (miss == 1) begin
            if (state == 0) begin
                if (arvalid == 1 && arready == 1) begin
                    state <= 1;
                    arvalid <= 0;
                    rready <= 1;
                    accept_data_count <= 0;
                end 
            end 
            else if (state == 1) begin
                if (rvalid == 1 && rlast != 1) begin
                    if (accept_data_count == 0) begin
                        if (accept_data_count == cpu_addr_in[4:2]) begin 
                            cache_rdata_tosend <= rdata;
                        end
                        data_reg[31:0] <= rdata;
                        accept_data_count = accept_data_count + 1;
                    end 
                    else if (accept_data_count == 1) begin
                        if (accept_data_count == cpu_addr_in[4:2]) begin
                            cache_rdata_tosend <= rdata;
                        end
                        data_reg[63:32] <= rdata;
                        accept_data_count = accept_data_count + 1;
                    end 
                    else if (accept_data_count == 2) begin
                        if (accept_data_count == cpu_addr_in[4:2]) begin
                            cache_rdata_tosend <= rdata;
                        end
                        data_reg[95:64] <= rdata;
                        accept_data_count = accept_data_count + 1;
                    end 
                    else if (accept_data_count == 3) begin
                        if (accept_data_count == cpu_addr_in[4:2]) begin
                            cache_rdata_tosend <= rdata;
                        end
                        data_reg[127:96] <= rdata;
                        accept_data_count = accept_data_count + 1;
                    end 
                    else if (accept_data_count == 4) begin
                        if (accept_data_count == cpu_addr_in[4:2]) begin
                            cache_rdata_tosend <= rdata;
                        end
                        data_reg[159:128] <= rdata;
                        accept_data_count = accept_data_count + 1;
                    end 
                    else if (accept_data_count == 5) begin
                        if (accept_data_count == cpu_addr_in[4:2]) begin
                            cache_rdata_tosend <= rdata;
                        end
                        data_reg[191:160] <= rdata;
                        accept_data_count = accept_data_count + 1;
                    end 
                    else if (accept_data_count == 6) begin
                        if (accept_data_count == cpu_addr_in[4:2]) begin
                            cache_rdata_tosend <= rdata;
                        end
                        data_reg[223:192] <= rdata;
                        accept_data_count = accept_data_count + 1;
                    end
                end 
                else if (rvalid == 1 && rlast == 1) begin
                    if (accept_data_count == cpu_addr_in[4:2]) begin
                            cache_rdata_tosend <= rdata;
                    end
                    data_reg[255:224] <= rdata;
                    state <= 0;         
                    miss <= 2;          
                    accept_data_count <= 0;  
                end               
            end
        end 
        else if (miss == 2) begin
            if (wen == 0) begin
                wen <= 1;         
                waddr <= cpu_addr_in;  
                wdata <= data_reg;  
            end
            if (w_end == 1) begin
                miss <= 3;                                 
                wen <= 0;
                rready <= 0;
            end
        end 
        else if (miss == 3) begin
            miss <= 0;       
        end
        end
    end
endmodule
==> flow_summary_export.csv <==
group,metric,value,unit
synthesis,number_of_cell_instances_after_yosys_synthesis,431,
placed_design,place_ws,0.904,ns
timing,fmax,0.174,GHz
global_route,grtUsageTotal,5.73,%
route,detail_routed_via_count_per_cell,2.25,
clocking,cts.repair_timing.setup_buffer_count,0,
synthesis,synthesis.area,4140,sq um
clocking,clock_pin_slew_on_the_worst_setup_and_hold_paths,0.07,ns
synthesis,post-synth-top-count-cell,"buf_4",
synthesis,postSynth.asyncResetShare,0,%
route,routed_wirelength,16000,um
global_route,antenna_found_initial,4,
synthesis,flop_cell,"edfxtp_1",
global_route,met2_usage,9.87,%
run,max_cap_check_violation_count,0,
timing,timing.final.crit_share,86.0,%
synthesis,synthDominantAreaCellType,"buf_4",
cells_and_area,synthToLayoutAreaGrowth,36.7,%
timing,timing.final.max_slew_violations,0,
placed_design,globalplace.congestion,0.740,
cells_and_area,stdcell_count,1160,
timing,timing.final.ws_setup,0.939,ns
global_route,grt_max_degree,33,
worst_setup_path,slowest_stage,"or4_2",
placed_design,port_buffers,195,
run,log.warning_count,70,
route,drt_drc_violations_left,0,
pwr,power.internal,0.415,mW
timing,post-route-min-period,5.76,ns
worst_setup_path,crit_path_end_kind,"output port",
timing,slew_headroom,60.2,%
worst_setup_path,max_stage_delay,0.69,ns
clocking,cts_max_level,1,
route,antenna_left,0,
global_route,via_count_of_the_first_global_routing_pass,3106,
cells_and_area,largest-register,"araddr",
synthesis,synth-edff-count,27,
pwr,sequentialPowerShare,36.5,%
pwr,combinationalPowerShare,36.0,%
floorplan,chipWidth,223,um
hold_path,worst_hold_path_cell_count,1,
worst_setup_path,cpMostUsedCell,"clkdlybuf4s50_1",
cells_and_area,nFillCells,4613,
route,detail_route.first_pass.iterations,4,
cells_and_area,largest_register_ffs,27,
global_route,groute.layer.met3.usage,3.21,%
synthesis,ys_warn_count,912,
floorplan,die-area,49700,sq um
synthesis,synth.top_cell.area_share,54.5,%
placed_design,placed_cells,1156,
synthesis,yosys-top-cells-count,"buf_4, mux2_4, edfxtp_1, xnor2_1, xor2_1",
worst_setup_path,worst-path-max-fanout,32,
clocking,cts_resized,0,
synthesis,yosys_stat_chip_area,4140,sq um
timing,unrepaired_setup_endpoints_after_global_routing,"false",
synthesis,synth-seq-cells,27,
global_route,grt_first_pass_wirelength,21100,um
synthesis,synth.top_cells.by_area,"buf_4, edfxtp_1, mux2_4",
pwr,switchingPower,0.143,mW
global_route,globalRouteOverflowTotal,0,
synthesis,post_synthesis_sequential_area_ratio,19.6,%
synthesis,avgSynthCellArea,9.61,sq um
clocking,cts_tree,"done",
clocking,numClockSinks,27,
route,num_vias,2607,
floorplan,floorplan.initialDensity,10.1,%
hold_path,min_path_type,"in2reg",
route,wl_per_cell,13.8,um
timing,max_slew.worst_pin.slew,0.591,ns
worst_setup_path,timing.critical_path.arrival,4.42,ns
cells_and_area,reg_top3,"araddr (27)",
floorplan,rows,74,
outcome,outcome,"complete, no violations",
worst_setup_path,critical_path.n_buffers_inverters,3,
route,n_antenna_cell,0,
worst_setup_path,critical_path.top_delay_family,"buffers and inverters",
global_route,grtUsageMet1,6.30,%
pwr,peakVddDrop,68.7,uV
pwr,power_per_cell_area,98.5,nW/um^2
pwr,leakage,2.52,nW
floorplan,die_h,223,um
worst_setup_path,critical_path_cell_count,8,
cells_and_area,share_of_post_route_cells_with_drive_strength_above_1,6.69,%
worst_setup_path,required,5.36,ns
worst_setup_path,critical_path_class,"in2out",
pwr,netSwitchingFraction,25.6,%
floorplan,core_ar,40800,sq um
clocking,numCtsBuffers,3,
route,first_iter_violations,108,
pwr,clock_power_share,27.5,%
synthesis,post_synth_num_cell_types,22,
placed_design,dpl.hpwl,15100,um
clocking,cts-root-to-sink-buffers,2,
worst_setup_path,critPathLaunchType,"primary input",
timing,finalHoldViolCount,0,
global_route,grt.busiest_layer,"met2",
clocking,ctsRootBufferMaster,"clkbuf_16",
clocking,cts_hold_buf,0,
timing,setup_viol_count_final,0,
synthesis,syn_inst,431,
worst_setup_path,worstPathCellList,"clkdlybuf4s50_1 > xor2_1 > nor4_2 > nand4_1 > or4_2 > buf_4 > mux2_4 > clkdlybuf4s50_1",
floorplan,io_pins,541,
timing,tns,0,ns
==> path summary, 6_finish.rpt <==
path / startpoint / endpoint / slack (ns)
worst min-delay path: cpu_addr_in[5] / araddr[5] / 1.62
worst max-delay path: cpu_addr_in[16] / cache_rdata[11] / 0.94
==> per-stage QoR <==
stage / utilization, % / power, mW / instance area (sq um) / hold slack (ns)
after floorplan: - / 0.368 / 5270 / 1.44
after global placement: 13.7 / 0.421 / 5580 / 1.90
after detailed placement: 13.7 / 0.419 / 5580 / 1.90
after CTS: 13.9 / 0.582 / 5660 / 1.60
after global routing: 13.9 / 0.602 / 5660 / 1.60
final: 13.9 / 0.558 / 5660 / 1.62
==> kinds of logic (layout without fill, tap and decap cells) <==
family,after synthesis,count (layout),synth area share [%]
buffers and inverters,305,203,56.3
XOR/XNOR,40,40,8.45
multiplexers,32,32,11.4
flip-flops,27,27,19.6
AND/OR/NAND/NOR,24,24,3.86
AND-OR/OR-AND,2,2,0.362
other,1,300,0.0905
==> cell type report <==
cell class	instances	area, sq um	share of cell area, %
clock inverters	1	5.00	0.0884
flip-flops and latches	27	811	14.3
well taps	532	666	11.8
clock buffers	3	75.1	1.33
multi-input cells	398	2130	37.5
repair buffers	199	1980	35.0
==> power by group through the flow <==
stage | Sequential (mW) | Combinational [mW] | Clock, mW
finish | 0.204 | 0.201 | 0.153
global route | 0.205 | 0.226 | 0.170
CTS | 0.204 | 0.213 | 0.165
==> routing by layer <==
layer  up-vias  part of all wire (%)
met5         -                  0.29
met4         8                  0.79
met3        13                    13
met2       276                    48
met1      1127                    38
li1       1183                     -
==> layout by cell type (no fill, tap or decap) <==
cell type	instances
buf_4	4
or3_1	1
mux2_4	30
xor2_1	19
nor4_2	1
nor4_1	5
edfxtp_1	27
nand4_1	7
conb_1	300
o21ai_0	1
nand2b_1	1
nand2_1	3
or4_2	1
and4bb_1	2
nand3_1	1
nor2_1	1
nor3b_1	1
o211a_1	1
clkinv_2	1
clkdlybuf4s50_1	195
xnor2_1	21
mux2_2	2
clkbuf_16	3
Power is estimated from default activity; no workload was simulated.
