`design/flow/constraint.sdc`:
```
current_design alu

set clk_period 23.9
set clk_io_pct 0.2

create_clock -name clk0 -period $clk_period

set non_clock_inputs [all_inputs -no_clocks]
set_input_delay [expr $clk_period * $clk_io_pct] -clock clk0 $non_clock_inputs
set_output_delay [expr $clk_period * $clk_io_pct] -clock clk0 [all_outputs]
```
`design/flow/config.mk`:
```
export PLATFORM = sky130hd
export DESIGN_NAME = alu
export DESIGN_NICKNAME = alu
export VERILOG_FILES = /design/flow/design.v
export SDC_FILE = /design/flow/constraint.sdc
export NUM_CORES = 4
export LEC_CHECK = 1
export CORE_UTILIZATION = 40
```
`design/flow/run.sh`:
```
#!/bin/bash
# OpenROAD 26Q1-2900-gdf79404cd8, Yosys 0.63+post, stock flow scripts
make -C /OpenROAD-flow-scripts/flow DESIGN_CONFIG=/design/flow/config.mk WORK_HOME=/design/flow/orfs finish
```
`design/flow/design.v`:
```
`timescale 1ns / 1ps
module alu (
    input  [31:0]   A   ,
    input  [31:0]   B   ,
    input  [5:0]  Card,
    output [31:0] result
);
    wire [31:0] add_result ;
    wire [31:0] sub_result ;
    wire [31:0] and_result ;
    wire [31:0] or_result  ;
    wire [31:0] xor_result ;
    wire [31:0] slt_result ;
    wire [31:0] movz_result;
    wire [31:0] sll_result ;
    assign add_result  = A + B;
    assign sub_result  = A - B;
    assign and_result  = A & B;
    assign or_result   = A | B;
    assign xor_result  = A ^ B;
    assign slt_result  = (A < B) ? 32'b1 : 32'b0;
    assign movz_result = (B == 32'b0) ? A : 32'b0;
    assign sll_result  = B << A;
    assign  result   =   ({32{Card == 6'b100000 }}  & add_result)   |
                         ({32{Card == 6'b100010 }}  & sub_result)   |
                         ({32{Card == 6'b100100 }}  & and_result)   |
                         ({32{Card == 6'b100101  }}  & or_result)    |
                         ({32{Card == 6'b100110 }}  & xor_result)   |
                         ({32{Card == 6'b101010 }}  & slt_result)   |
                         ({32{Card == 6'b001010}}  & movz_result)  |
                         ({32{Card == 6'b000000 }}  & sll_result);
endmodule
```
==> Slide: Implementation Results <==
Implementation Results

Yosys
  • Unique cell types: 85
  • Largest type area fraction: 15.95%
  • Chip area line of the yosys report: 7532 µm²
  • Comb area leader: AND-OR/OR-AND gates
  • Synth Area in Compound Gates: 35.91%
  • # Cells Yosys: 1119
  • Synth Area in XOR/XNOR: 0.1163%
  • Mux share: 15.17%
  • Synth area leader: ha_1
  • Netlist Area Pre-Place: 7532 µm²
  • Synth Warn #: 0
  • Largest cells by area: ha_1 (16%), mux2i_1 (7.8%), nor2_1 (6.0%)
  • Register area share after synthesis: 0%
  • Adders+Majority by Area: 16.48%
  • Syn_area_per_cell: 6.731 µm²
  • Cells after Synth: 1119
  • Simple-Gate Fraction of Synth Area: 22.84%

Placed design
  • DP Worst Slack: 9.568 ns
  • Final Wtd Congestion: 1.002
  • Placed insts: 1385
  • Dpl hpwl: 27500 µm
  • Cell Area, Placed: 8588 µm²
  • IO buf count: 102

Final timing
  • Final slew viol count: 0
  • Min Tclk post-route: 14.50 ns
  • Worst Tran Pin Value: 1.010 ns
  • Post-layout period usage: 60.66%
  • Relative slew margins: 32.02%
  • Max Fclk: 0.06898 GHz
  • Fin Setup TNS: 0 ns
  • WHS: 10.73 ns
  • Final hold violation count: 0
  • RSZ-0062 raised after global routing: false
  • Setup ws final: 9.402 ns
  • # setup viols final: 0

Power and ir drop
  • Max VDD drop: 0.01187 mV
  • Switching pwr: 0.1104 mW
  • PD cells: 21.44 nW/µm²
  • Switching portion of total power: 59.99%
  • Comb pwr share: 100.0%
  • Int Pwr: 0.07367 mW
  • Sequential power share: 0%
  • Clk network pwr share: 0%
  • P_leak: 3.565 nW

Floorplanning
  • Init Core Util: 41.37%
  • Core Area: 18210 µm²
  • Die area: 19380 µm²
  • IO Pins: 102
  • Die Height: 139.2 µm
  • Die W: 139.2 µm
  • Std-Cell Rows: 49

Clocking
  • Post-CTS Resized: 0
  • Hold buffers post-CTS: 0
  • Setup Buffers After CTS: 0

Final layout
  • Clock buffers: 0
  • Flops: 0
  • Post-Layout Cell Count: 1385
  • Area Overhead vs Synth: 14.02%
  • Seq. cell area: 0 µm²
  • Cell area after layout: 8588 µm²
  • Share of layout cells above drive strength 1: 5.969%

Global route
  • GRT Total Usage: 35.80%
  • Global route total overflow: 0
  • First-pass GRT wire length: 52220 µm
  • Largest net degree at the start of global routing: 44
  • Vias in the first global route: 8328
  • Initial antenna violation count: 0

Worst setup path
  • Crit-path cells: clkdlybuf4s50_1, inv_2, ha_1, o211ai_1, o211ai_1, a21oi_1, o31ai_1, a311oi_1, nand2b_1, o21ai_0, mux2_2, o22ai_1, clkdlybuf4s50_1
  • CP arrival: 9.72 ns
  • Worst Path Max Fanout: 32
  • Crit path largest cell delay: 0.99 ns
  • Critical path type: primary input to output port
  • Worst path bufs/invs: 3
  • Capturing element type of the critical path: output port
  • CP top delay family: buffers and inverters
  • WP data required: 19.12 ns
  • CP max-delay cell: clkdlybuf4s50_1
  • Worst Setup Start Kind: primary input

Route
  • Drt first pass iters: 23
  • DRC Markers: 0
  • Vias: 9277
  • Mean number of vias per cell: 6.698
  • Antenna Nets Post-Route: 0
  • Starting DRT DRC Count: 798
  • DR WL/cell: 25.31 µm
  • WL final: 35060 µm
  • Number of diodes: 0

Flow run
  • Tool Warnings: 96
  • Max cap viols: 0

Hold path
  • HP Class: primary input to output port

Run status
  • Outcome: finished, final reports clean
-- Yosys cell counts, types with 10 or more instances --
cell type,n
nor4_1,21
a221oi_1,17
o211ai_1,23
a31oi_1,15
nand2_1,78
mux2_2,12
buf_2,12
clkbuf_1,49
nor2b_1,18
o21ai_0,63
mux4_2,17
a21oi_1,81
o21a_1,10
ha_1,96
nand3_1,21
a21o_1,13
nand4_1,11
o221ai_1,12
inv_1,95
o22ai_1,35
nor2_1,120
a22oi_1,18
a211oi_1,24
buf_1,12
mux2i_1,59
nand2b_1,12
nor3_1,33
-- tightest hold or removal path, cell delays in order --
cell and delay (ns):
clkdlybuf4s50_1 0.52, nor2b_1 0.09, nand4b_1 0.10, o21ai_1 0.06, clkdlybuf4s50_1 0.39
-- routing by layer --
layer,track usage [%],wire length [µm],up-vias
li1,-,-,4297
met1,48.56,14210,4324
met2,55.96,15760,557
met3,6.311,3217,99
met4,15.56,1873,0
met5,0,0,-
-- worst paths after layout --
path	start	endpoint	cells past startpoint	slack, ns
setup / recovery	A[2]	result[31]	13	9.40
hold / removal	Card[4]	result[0]	5	10.73
-- layout by cell type (no fill, tap or decap), types with 10 or more instances in the layout --
cell type | synthesis | layout
o21ai_0 | 63 | 63
nor2_1 | 120 | 120
nor3_1 | 33 | 32
a31oi_1 | 15 | 15
nand3_1 | 21 | 21
nand2b_1 | 12 | 12
o221ai_1 | 12 | 12
buf_4 | 0 | 13
ha_1 | 96 | 96
a221oi_1 | 17 | 17
inv_1 | 95 | 95
o211ai_1 | 23 | 23
nor2b_1 | 18 | 18
o21a_1 | 10 | 10
a21o_1 | 13 | 13
a211oi_1 | 24 | 24
nand2_1 | 78 | 78
mux2_2 | 12 | 12
a22oi_1 | 18 | 18
mux4_2 | 17 | 17
mux2i_1 | 59 | 59
nor4_1 | 21 | 21
a21oi_1 | 81 | 81
o22ai_1 | 35 | 35
nand4_1 | 11 | 11
clkdlybuf4s50_1 | 0 | 99
-- power by group through the flow --
stage	Combinational [mW]	Clock, mW	Sequential [mW]
after CTS	0.181	0	0
after global routing	0.198	0	0
final	0.184	0	0
-- cells by family (layout without fill, tap and decap cells) --
group                      count (synthesis)  after routing
buffers and inverters                    178            215
xor gates and xnor gates                   1              1
muxes                                     91             91
and+or+nand+nor                          355            355
AOI/OAI and AO/OA                        396            396
adders and majority gates                 98             98
-- final cells by class --
type               instances  area, µm²
inverters                100      375.4
multi-input cells        941       6823
repair buffers           115       1104
well taps                229      286.5
fillers                 1882       9620
-- through the flow --
stage | power (mW) | utilization [%]
6_report | 0.1841 | 47.17
5_1_grt | 0.1979 | 47.17
4_1_cts | 0.1806 | 47.17
3_5_place_dp | 0.1795 | 47.17
3_3_place_gp | 0.1811 | 47.17
2_1_floorplan | 0.1121 | -
No activity file was given, so power comes from the tool's default toggle rates.
