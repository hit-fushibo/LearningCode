--- ./design.v ---
`timescale 1ns / 1ps
module registers(
input [4:0] raddr1,
input [4:0] raddr2,
input we,
input [4:0] waddr,
input [31:0] wdata,
output reg[31:0] rdata1,
output reg[31:0] rdata2
    );
    reg[31:0] registers[1:31]; 
    always @(*) begin
        if (raddr1==5'b000000) begin
            rdata1<=32'b0;
        end
        else begin
            rdata1<=registers[raddr1];
        end
    end
    always @(*) begin
        if (raddr2==5'b000000) begin
            rdata2<=32'b0;
        end
        else begin
            rdata2<=registers[raddr2];
        end
    end
    always @(*) begin
        if ((we == 1) && (waddr!=0)) begin
            registers[waddr]=wdata;
        end
    end
endmodule
--- ./run.sh ---
#!/bin/bash
# OpenROAD 26Q1-2900-gdf79404cd8, Yosys 0.63+post, stock flow scripts
make -C /OpenROAD-flow-scripts/flow DESIGN_CONFIG=/design/flow/config.mk WORK_HOME=/design/flow/orfs finish
--- ./config.mk ---
export PLATFORM = sky130hd
export DESIGN_NAME = registers
export DESIGN_NICKNAME = registers
export VERILOG_FILES = /design/flow/design.v
export SDC_FILE = /design/flow/constraint.sdc
export NUM_CORES = 4
export LEC_CHECK = 1
export CORE_UTILIZATION = 30
--- ./constraint.sdc ---
current_design registers

set clk_period 8.3
set clk_io_pct 0.2

create_clock -name clk0 -period $clk_period

set non_clock_inputs [all_inputs -no_clocks]
set_input_delay [expr $clk_period * $clk_io_pct] -clock clk0 $non_clock_inputs
set_output_delay [expr $clk_period * $clk_io_pct] -clock clk0 [all_outputs]
==> run notes <==
Implementation summary

The run finished with clean final reports. The post-route core utilization is 33.85%. Internal power comes to 0.6381 mW. Counting every instance in the synthesized netlist gives 3,483.

Cells with a size suffix above 1 make up 10.32% of the layout. The global-route wire length before repair is 275,200 um. The endpoint kind of the worst setup timing path is an output port.

The largest driver fanout on the critical path is 21. Entering global routing, the biggest net connects 58 pins. The static leakage is 13.93 nW. According to the timing report, the data required time at the worst endpoint equals 6.64 ns. The routed design shows a via density per instance of 7.491. The launching element type of the critical path is an input pin. The number of global-route vias before repair is 34,440. The number of antenna violations at the first check in global routing was 34. In this run, post-CTS hold repair placed 0 buffers. The final wirelength is 204,700 um. The placed wire-length estimate after detailed placement is 121,500 um. By startpoint and endpoint, the worst setup path is classified as in -> out. The dominant synthesized flop cell is dlxtn_1. The highest supply drop recorded on VDD is 0.03489 mV. By instance count after routing, the leading logic cell type is dlxtn_1. With fillers left out, the area of the finished cells amounts to 33,510 sq um. The total negative setup slack is 0 ns.

The overall routing resource usage is 39.91%. According to the floorplan log, the row count is 115. Per the post-place timing report, worst setup slack is 0.9990 ns. The initial core utilization is 30.43%.

The share of total power consumed by net switching is 56.48%. In this run, synthesis inferred 0 flip-flops with an integrated enable. The register area is 14,890 sq um. STA puts the critical path data arrival time at 6.14 ns.

Per the finish-stage timing summary, setup violations number 0. 992 endpoints have no timing constraint. The routed design could run at a clock period as short as 7.803 ns. The violation tally recorded at the end of detailed-routing iteration 0 is 5,964. The detail route stage leaves a number of antenna-violating nets equal to 0. The vertical die dimension reported for this design is 318.9 um. In the routed design, unresolved DRC markers number 0. The combined area of all synthesized cells is 30,120 sq um. Max-slew check failures listed in the final report amount to 0. After its last routability iteration, the placer logged a weighted congestion of 1.108. Per the run summary, max-cap violations total 0. The number of warning messages in the yosys log is 2. The detailed router placed 36,090 vias in this run. After synthesis the netlist holds a flip-flop and latch count of 992. The number of gates resized after CTS was 0. The cell count listed in synth_stat.txt is 3,483. The average cell area after synthesis is 8.648 sq um.

The count of final hold-check violations is 0. Looking at the max-slew report, the worst-margin pin has a slew of 1.378 ns. During I/O placement, the number of pins put on the boundary was 112. The multi-input gate area in the final layout is 13,930 sq um. The post-detailed-route wirelength per cell is 42.49 um.

OpenROAD reports that the post-layout worst path occupies 94.01% of the period. The OpenROAD warning count is 33. Setup repair after global routing left no endpoint under its margin. The power density normalized to cell area is 43.76 nW/um^2. The first TritonRoute pass finished after 13 iterations. Post-CTS timing repair inserted 0 buffers for setup. In this run the tool buffered the top-level ports with 112 buffer cells. The area enclosed by the die boundary is 101,700 sq um.

The number of flip-flops under the largest register name is 992. The setup slack of the critical path after layout is 0.4970 ns. The count of unclocked register or latch pins is 992. The share of flip-flops with an asynchronous set or reset after synthesis is 0%. The total net switching power is 0.8283 mW. The flow measured a signed area growth from synthesis to layout of 11.24%. The area of the core is 98,990 sq um. The residual overflow from global routing is 0. In the layout the commonest cells are dlxtn_1 (992), nand3_1 (709), a22oi_1 (324). The placed standard-cell area is 33,430 sq um. The worst slew slack as a fraction of its limit is 8.045%. The count of cell types in the netlist is 66.

Post-synthesis, Yosys gives the total cell area as 30,120 sq um. The maximum achievable frequency is 128.2 MHz. The horizontal extent of the die is 318.9 um. The path type of the worst min-delay path is in -> out.

The number of filler cells placed in the layout is 10,190.
[worst paths after layout]
path / from / to / cells past startpoint
worst min-delay path: raddr1[0] / rdata1[31] / 4
worst max-delay path: raddr2[2] / rdata2[28] / 8
[cell families (layout without fill, tap and decap cells)]
kind of cell	Yosys count	after routing	synth area share, %
compound gates	705	705	17.97
simple gates	1433	1433	26.86
mux	14	14	0.4985
latches	992	992	49.47
buf+inv	339	355	5.222
other cells	0	32	0
[layer usage]
metal	track usage (%)	vias up	wire length, um
met2	50.62	4480	75240
met3	31.62	1574	42290
met5	5.201	-	1014
li1	-	13390	-
met1	44.42	16600	66440
met4	27.00	49	19740
[critical path, stage by stage]
cell             delay (ns)
buf_2                  0.55
nor3b_4                1.22
and2_1                 1.18
buf_4                  0.36
a22oi_1                0.10
and4_1                 0.23
a31oi_1                0.29
clkdlybuf4s50_1        0.52
[through the flow]
step	power, mW	std cells	hold slack, ns
2_1_floorplan	0.7853	3483	3.828
3_3_place_gp	1.393	4786	4.249
3_5_place_dp	1.379	4786	4.247
4_1_cts	1.386	4786	4.249
5_1_grt	1.475	4795	4.276
6_report	1.466	4818	4.274
[synth_stat cells (43+ instances only)]
library cell	n	share of area (%)
and3_1	164	3.4
a22oi_1	324	8.1
a31oi_1	63	1.3
a21oi_1	80	1.3
clkbuf_1	135	1.7
buf_2	138	2.3
and2_1	43	0.89
nand3_1	709	12
a22o_1	58	1.7
nor4_1	52	1.1
nand4_1	209	4.3
and4_1	45	1.3
dlxtn_1	992	49
nand2_1	79	0.98
[cell type report]
cell class,instances,share of cell area [%]
flip-flops and latches,992,44.45
multi-input cells,2152,41.57
repair buffers,349,8.865
well taps,1287,4.806
diodes,32,0.2390
inverters,6,0.06722
Power and IR drop assume default switching activity.
